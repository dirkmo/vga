==> /design/flow/design.v <==
module vgatiming(
    i_clk,
    i_reset,
    i_hSyncStart,
    i_hBpStart,
    i_hVisibleStart,
    i_hEnd,
    i_vSyncStart,
    i_vBpStart,
    i_vVisibleStart,
    i_vEnd,
    o_visible,
    o_hSync,
    o_vSync,
    o_inth,
    o_intv
);
input i_clk;
input i_reset;
input [10:0] i_hSyncStart;
input [10:0] i_hBpStart;
input [10:0] i_hVisibleStart;
input [10:0] i_hEnd;
input [10:0] i_vSyncStart;
input [10:0] i_vBpStart;
input [10:0] i_vVisibleStart;
input [10:0] i_vEnd;
output o_visible;
output o_hSync;
output o_vSync;
output o_inth;
output o_intv;
reg [10:0] r_hcounter;
reg [10:0] r_vcounter;
reg r_hSync;
reg r_vSync;
wire hSyncStart    = r_hcounter == i_hSyncStart;
wire hBpStart      = r_hcounter == i_hBpStart;
wire hVisibleStart = r_hcounter == i_hVisibleStart;
wire hEnd          = r_hcounter == i_hEnd;
wire vSyncStart    = r_vcounter == i_vSyncStart;
wire vBpStart      = r_vcounter == i_vBpStart;
wire vVisibleStart = r_vcounter == i_vVisibleStart;
wire vEnd          = r_vcounter == i_vEnd;
assign o_inth = hEnd;
assign o_intv = vEnd;
assign o_hSync = r_hSync;
assign o_vSync = r_vSync;
reg r_hVisible;
reg r_vVisible;
assign o_visible = r_hVisible && r_vVisible;
always @(posedge i_clk)
begin
    r_hcounter <= r_hcounter + 1;
    if( i_reset || hEnd ) begin
        r_hcounter <= 0;
    end
end
always @(posedge i_clk)
begin
    if( hEnd ) begin
        r_vcounter <= r_vcounter + 1;
    end
    if( i_reset || vEnd ) begin
        r_vcounter <= 0;
    end
end
always @(posedge i_clk)
begin
    if( hSyncStart ) begin
        r_hSync <= 1;
    end
    if( i_reset || hBpStart ) begin
        r_hSync <= 0;
    end
end
always @(posedge i_clk)
begin
    if( vSyncStart ) begin
        r_vSync <= 1;
    end
    if( i_reset || vBpStart ) begin
        r_vSync <= 0;
    end
end
always @(posedge i_clk)
begin
    if( hVisibleStart ) begin
        r_hVisible <= 1;
    end
    if( i_reset || hEnd ) begin
        r_hVisible <= 0;
    end
end
always @(posedge i_clk)
begin
    if( vVisibleStart ) begin
        r_vVisible <= 1;
    end
    if( i_reset || vEnd ) begin
        r_vVisible <= 0;
    end
end
endmodule
==> /design/flow/run.sh <==
#!/bin/bash
# OpenROAD 26Q1-2900-gdf79404cd8, Yosys 0.63+post, stock flow scripts
make -C /OpenROAD-flow-scripts/flow DESIGN_CONFIG=/design/flow/config.mk WORK_HOME=/design/flow/orfs finish
==> /design/flow/config.mk <==
export PLATFORM = sky130hd
export DESIGN_NAME = vgatiming
export DESIGN_NICKNAME = vgatiming
export VERILOG_FILES = /design/flow/design.v
export SDC_FILE = /design/flow/constraint.sdc
export NUM_CORES = 4
export LEC_CHECK = 1
export CORE_UTILIZATION = 50
==> /design/flow/constraint.sdc <==
current_design vgatiming

set clk_period 3.5
set clk_io_pct 0.2

create_clock -name clk0 -period $clk_period [get_ports {i_clk}]

set non_clock_inputs [all_inputs -no_clocks]
set_input_delay [expr $clk_period * $clk_io_pct] -clock clk0 $non_clock_inputs
set_output_delay [expr $clk_period * $clk_io_pct] -clock clk0 [all_outputs]
==> flow_summary.toml <==
# implementation run metrics
[timing]
fin_crit_ns = 3.00
hold_viol_final = 0
finalSetupViolations = 0
slew-limit-headroom_pct = 67.2
worst_pin_slew_ns = 0.491
rsz0062_at_grt = "false"
layout_setup_ws_ns = 0.499
drv_slew = 0
worst_clock_skew_ns = 0.0100
max_freq_ghz = 0.333
tns_ns = 0
whs_ns = 0.467
fin_crit_sh_pct = 85.7

[floorplan]
dieArea_mm2 = 0.00463
core.rowCount = 23
io_pins = 95
fp_util_pct = 53.3
die_w_um = 68.0
core_mm2 = 0.00409
die_y_um = 68.0

[setup_path]
crit_path_max_fanout = 9
crit_type = "in2out"
required_ns = 2.80
arrival_ns = 2.30
reg2reg_depth = 6
start_kind = "primary input"
cp-end-kind = "primary output"

[clock_network]
hold_buffers = 0
cts.sinks = 26
cts_tree = "built"
numCtsBuffers = 3
ctsResizeCount = 0
root_buffer = "clkbuf_8"
clkTransAtPathRegs_ns = 0.09
cts_setup_buffers = 0
clock.latency.late_pin_ns = 0.27
htreeDepth = 1
cts_buffer_depth = 2

[placement]
portBuffers = 94
dp.cells = 376
pre_cts_ws_ns = 0.491
gp_congestion = 0.850
hpwlAfterDp_mm = 4.39

[global_routing]
grt.busiest_layer = "met1"
grt_pass1_vias = 1721
grt-ovfl-total = 0
use_met2_pct = 36.9
grt_start_max_net_pins = 15
use_met3_pct = 2.70
antenna_found_initial = 0
grt_util_all_layers_pct = 24.9
grt_pass1_wl_mm = 8.37
met1_usage_pct = 40.2

[layout]
area_growth_pct = 42.4
stdcell_count = 380
drive_gt1_share_pct = 3.94

[yosys]
ys_types = 30
syn_inst = 255
yosys_cells = 255
synth_seq_share_pct = 23.9
yosysWarnings = 1
syn_area_per_cell_um2 = 8.55
synthesis.area_mm2 = 0.00218
yosys_area_mm2 = 0.00218
ys.flop_type = "dfxtp_1"
enable_flop_cells = 0
async_flop_share_pct = 0
ys.flops = 26

[detailed_routing]
routed_via_density = 5.00
diodes = 0
num_vias = 1901
wirelength_mm = 5.58
drt.antenna.violating_nets = 0
first_pass_iters = 4
drt_iter0_markers = 40
drcViolationCount = 0
routedWlPerCell_um = 14.7

[flow_run]
maxCapViolations = 0
warning_count = 26

[worst_hold_path]
hp-class = "reg2reg"
hold_depth = 2

[pwr]
power_mw = 0.683
power_density_mw_per_mm2 = 220
vdd_drop_max_v = 0.000265
p_leak_nw = 1.25

[outcome]
outcome = "completed"
state kept, by name, summed over array words and instances (netlist names):
signal and flops:
r_hVisible 1, r_vcounter 11, r_hSync 1, r_vVisible 1, r_vSync 1, r_hcounter 11
cells in the mapped netlist, drive strengths merged, types with 3 or more instances:
| cell | number | area share [%] |
|---|---|---|
| nor3 | 8 | 2.4 |
| nor2 | 28 | 4.8 |
| dfxtp | 26 | 24 |
| nor4 | 17 | 4.9 |
| xor2 | 70 | 28 |
| a31oi | 4 | 1.1 |
| xnor2 | 36 | 15 |
| buf | 24 | 6.5 |
| inv | 3 | 0.52 |
| nor4b | 3 | 1.2 |
| and3 | 4 | 1.1 |
| nand4 | 6 | 2.7 |
| nand3 | 10 | 2.5 |
| nand2 | 4 | 0.69 |
layer usage:
metal  vias to the layer above  part of all wire [%]
met5                         -                     0
met1                       854                    50
met2                        57                    42
met4                         0                  0.38
met3                         2                   8.0
li1                        988                     -
worst paths after layout:
path | startpoint | slack, ns | end
worst min register to register | r_vVisible | 0.47 | r_vVisible
worst max register to register | r_hcounter[3] | 1.58 | r_hcounter[2]
worst max-delay path | i_hEnd[8] | 0.50 | o_inth
worst min-delay path | r_vVisible | 0.47 | r_vVisible
cell families after synthesis:
group | after synthesis | synth area share [%]
xor gates and xnor gates | 106 | 42.9
and+or+nand+nor | 85 | 21.9
buffers and inverters | 27 | 7.00
DFF | 26 | 23.9
AOI/OAI and AO/OA | 8 | 2.64
adders and majority gates | 2 | 1.15
muxes | 1 | 0.459
stage by stage:
step           util, %  instance area (µm²)
2_1_floorplan        -                 2180
3_3_place_gp      74.6                 3050
5_1_grt           76.0                 3100
6_report          76.0                 3100
3_5_place_dp      74.6                 3050
4_1_cts           76.0                 3100
placed cells by master (no fill, tap or decap):
cell	synthesis	final
clkdlybuf4s50_1	0	94
xor2_1	70	70
xnor2_1	35	35
nor2_1	28	28
dfxtp_1	26	26
nor4_1	17	17
nand3_1	9	9
nor3_1	7	7
nand4_1	4	4
and3_1	4	4
nand2_1	4	4
a31oi_1	4	4
clkbuf_8	0	4
inv_1	3	3
nor4b_1	3	3
or2_2	2	2
a311oi_1	2	2
ha_1	2	2
xnor2_2	1	1
nand4_4	1	1
nand3_2	1	1
nand4_2	1	1
nor3_4	1	1
and2_1	1	1
mux2i_1	1	1
and4_1	1	1
a21bo_2	1	1
nand3b_1	1	1
a21oi_1	1	1
buf_4	1	1
report_power, final:
part | switching, mW | internal (mW)
clock | 0.0945 | 0.101
sequential | 0.0103 | 0.299
combinational | 0.0558 | 0.123
final cells by class:
type / instances / area (µm²)
Multi-Input combinational cell: 202 / 1510
Fill cell: 314 / 982
Timing Repair Buffer: 95 / 948
Sequential cell: 26 / 520
Tap cell: 50 / 62.6
Clock buffer: 4 / 55.1
Inverter: 3 / 11.3
worst max-delay path, stage by stage:
cell	delay, ns
clkdlybuf4s50_1	0.41
xnor2_1	0.24
nand4_4	0.22
nor3_4	0.24
clkdlybuf4s50_1	0.48

==> /design/flow/design.v <==
module fifo(
    i_clk,
	i_reset,
    i_dat,
    o_dat,
    i_push,
    i_pop,
	o_empty,
    o_half,  
	o_full
);
parameter
    WIDTH = 32,  
    DEPTH = 4;  
input i_clk;
input i_reset;
input  [WIDTH-1:0] i_dat;
output [WIDTH-1:0] o_dat;
input i_push;
input i_pop;
output o_empty;
output o_half;
output o_full;
reg [WIDTH-1:0] buffer[2**DEPTH-1:0];
reg [DEPTH-1:0] rd_idx;
reg [DEPTH-1:0] wr_idx;
reg [DEPTH:0] r_count;  
assign o_empty = ~|r_count;
assign o_half = ~|r_count[DEPTH:DEPTH-1];
assign o_full = r_count[DEPTH];
assign o_dat = buffer[rd_idx];
wire [DEPTH-1:0] rd_idx_next = rd_idx + 'd1;
wire [DEPTH-1:0] wr_idx_next = wr_idx + 'd1;
reg r_push, r_pop;
wire push_pe = ~r_push && i_push;
wire pop_pe = ~r_pop && i_pop;
always @(posedge i_clk) begin
    r_push <= i_push;
    r_pop <= i_pop;
end
always @(posedge i_clk) begin
    if( push_pe && ~o_full ) begin
        wr_idx <= wr_idx_next;
        buffer[wr_idx] <= i_dat;
        r_count <= r_count + 'b1;
    end else if( pop_pe && ~o_empty ) begin
        rd_idx <= rd_idx_next;
        r_count <= r_count - 'b1;
    end
    if( i_reset ) begin
        rd_idx <= 'd0;
        wr_idx <= 'd0;
        r_count <= 'd0;
    end
end
endmodule
==> /design/flow/run.sh <==
#!/bin/bash
# OpenROAD 26Q1-2900-gdf79404cd8, Yosys 0.63+post, stock flow scripts
make -C /OpenROAD-flow-scripts/flow DESIGN_CONFIG=/design/flow/config.mk WORK_HOME=/design/flow/orfs finish
==> /design/flow/config.mk <==
export PLATFORM = sky130hd
export DESIGN_NAME = fifo
export DESIGN_NICKNAME = fifo
export VERILOG_FILES = /design/flow/design.v
export SDC_FILE = /design/flow/constraint.sdc
export NUM_CORES = 4
export LEC_CHECK = 1
export CORE_UTILIZATION = 50
==> /design/flow/constraint.sdc <==
current_design fifo

set clk_period 11.7
set clk_io_pct 0.2

create_clock -name clk0 -period $clk_period [get_ports {i_clk}]

set non_clock_inputs [all_inputs -no_clocks]
set_input_delay [expr $clk_period * $clk_io_pct] -clock clk0 $non_clock_inputs
set_output_delay [expr $clk_period * $clk_io_pct] -clock clk0 [all_outputs]
==> out/qor.yml <==
clk_path_buf_depth: 3
ios: 71
ys_warn_count: 1
worstPathRequired_ps: 9360
die_y_um: 202.5
warning_count: 29
grt_pass1_vias: 10512
rr_worst_depth: 5
die_area_um2: 40990
powerDensity_nw_per_um2: 181.9
die_x_um: 202.5
yosys_cells: 905
cts_buffers: 55
dr.pass1.iters: 5
finalHoldViolations: 0
vdd_drop_max_v: 0.0001368
drc: 0
timing.fmax_mhz: 160.9
final.setup.tns_ps: 0
wl_mm: 41.82
detail_route.iter0.violations: 458
reg2reg_slack_ps: 8820
crit_chain: "buf_12, buf_4, mux4_2, a22oi_1, nand2_1, clkdlybuf4s50_1"
core_area_um2: 39640
cts_hold_buf: 0
fp-row-count: 73
synth.distinct_cells: 33
yosys-stat-area_um2: 20090
ys.flop_type: "edfxtp_1"
ant_nets: 0
path_buffers: 3
synth_area_um2: 20090
htreeDepth: 2
syn_to_final_growth_pct: 15.87
clkTransAtPathRegs_ps: 60
fp_util_pct: 50.68
cp_max_fo: 71
n_antenna_cell: 0
cp.arrival_ps: 3880
crit_cells: 6
skew_ps: 21.78
hpwl_mm: 20.76
grt_max_degree: 97
instances_no_fill: 1576
postCtsResizedCells: 0
gp_congestion: 0.7581
worst_path_largest_cell_delay_ps: 740
synth-async-reset-ratio_pct: 0
synth_flops: 531
overflow: 0
critPathLaunchType: "register"
status: "completed"
critical_path.top_delay_family: "buffers and inverters"
routedWlPerCell_um: 26.53
dp.cells: 1475
vias: 9335
synth_seq_share_pct: 78.42
layout_top_cells: "512 x edfxtp_1, 128 x mux4_2, 70 x clkdlybuf4s50_1"
clock.latency.late_pin_ps: 600
syn_avg_cell_area_um2: 22.20
worst_hold_slack_ps: 513.4
worstMarginPinSlew_ps: 776.9
whs_path_depth: 2
grt_pass1_wl_mm: 63.49
clock_sinks: 531
cts-root-buf: "clkbuf_16"
cts_setup_buffers: 0
maxSlewHeadroom_pct: 48.08
antenna_found_initial: 1
grt.total_usage_pct: 24.20
numPortBuffers: 70
final_common_cell: "edfxtp_1"
vias_per_cell: 5.923
crit_type: "register to output port"
cp-end-kind: "output port"
rsz0062_at_grt: "no"
hp-class: "register to register"
slew_viol_final: 0
setup_viol: 0
period_needed_ps: 6216
p_leak_nw: 7.151
slowest_stage: "dfxtp_4"
drive_gt1_share_pct: 23.88
synth-edff-count: 512
cts_tree: "built"
cap_viol_max_count: 0
finalClockPeriodUsage_pct: 53.13
synthesis.instances: 905
-- worst reg2reg max path: cells and delay by family (launching register included) --
family,cells,cell delay [ps]
and+or+nand+nor,3,1440
buffers and inverters,2,740
DFF,1,340
-- cell usage after synthesis, drive strengths merged, types with 8 or more instances --
| cell | number | share of area, % |
|---|---|---|
| edfxtp | 512 | 77 |
| mux4 | 128 | 14 |
| a22oi | 64 | 2.4 |
| nand2 | 42 | 0.80 |
| buf | 28 | 0.78 |
| nor2 | 23 | 0.43 |
| clkbuf | 20 | 0.37 |
| dfxtp | 19 | 1.9 |
| ha | 9 | 0.56 |
| inv | 8 | 0.15 |
-- logic make-up after synthesis --
logic type,share of synthesized area [%]
flip-flops,78.42
adder cells (fa/ha/maj),0.6601
buffers and inverters,1.302
XOR/XNOR,0.3923
multiplexers,14.40
AND-OR/OR-AND,2.946
AND/OR/NAND/NOR,1.887
-- layer usage --
metal | global-route usage, % | part of all wire (%) | wire length (µm) | vias up
li1 | - | - | - | 4022
met1 | 34.85 | 34 | 14360 | 4620
met2 | 33.08 | 46 | 19410 | 621
met3 | 18.66 | 17 | 7106 | 70
met4 | 4.350 | 2.2 | 923 | 2
met5 | 0 | 0.041 | 17 | -
-- metrics by stage --
step	total power, mW	area, µm²	worst slack [ps]	utilization, %
2_1_floorplan	2.467	20090	5887	-
3_3_place_gp	2.624	21560	5982	54.38
3_5_place_dp	2.625	21560	5987	54.38
4_1_cts	4.283	23280	5356	58.73
5_1_grt	4.394	23280	5102	58.73
6_report	4.235	23280	5484	58.73
-- cell type report --
class | count | area (µm²)
well taps | 525 | 656.9
clock buffers | 70 | 1454
flip-flops and latches | 531 | 15760
inverters | 8 | 30.03
fillers | 2847 | 16360
clock inverters | 31 | 270.3
multi-input cells | 318 | 4209
repair buffers | 93 | 898.4
-- registers in the layout, indices dropped and copies added (netlist names), named ones only --
name     cells
buffer     512
r_count      5
r_pop        1
r_push       1
rd_idx       4
wr_idx       4
-- worst paths after layout --
kind,start,endpoint
max,register,o_dat[16]
min,r_count[3],r_count[3]
max reg2reg,r_count[4],buffer[9][29]
min reg2reg,r_count[3],r_count[3]
-- power by group --
| part | leakage, nW | switching, mW | internal (mW) |
|---|---|---|---|
| clock | 0.841 | 0.696 | 0.965 |
| sequential | 4.77 | 0.0296 | 2.11 |
| combinational | 1.54 | 0.186 | 0.244 |
| total | 7.15 | 0.911 | 3.32 |
Power figures rest on the tool's default switching activity, not on a simulated workload.
